==> flow/run.sh <==
#!/bin/bash
# OpenROAD 26Q1-2900-gdf79404cd8, Yosys 0.63+post, stock flow scripts
make -C /OpenROAD-flow-scripts/flow DESIGN_CONFIG=/design/flow/config.mk WORK_HOME=/design/flow/orfs finish
==> flow/config.mk <==
export PLATFORM = sky130hd
export DESIGN_NAME = BranchUnit
export DESIGN_NICKNAME = BranchUnit
export VERILOG_FILES = /design/flow/design.v
export SDC_FILE = /design/flow/constraint.sdc
export NUM_CORES = 4
export LEC_CHECK = 1
export CORE_AREA = 10 10 103 103
export DIE_AREA = 0 0 113 113
==> flow/constraint.sdc <==
current_design BranchUnit

set clk_period 20.2
set clk_io_pct 0.2

create_clock -name clk0 -period $clk_period

set non_clock_inputs [all_inputs -no_clocks]
set_input_delay [expr $clk_period * $clk_io_pct] -clock clk0 $non_clock_inputs
set_output_delay [expr $clk_period * $clk_io_pct] -clock clk0 [all_outputs]
==> flow/design.v <==
package Pipe_Buf_Reg_PKG;
  typedef struct packed {
    logic [8:0]  Curr_Pc;
    logic [31:0] Curr_Instr;
  } if_id_reg;
  typedef struct packed {
    logic        ALUSrc;
    logic        MemtoReg;
    logic        RegWrite;
    logic        MemRead;
    logic        MemWrite;
    logic [1:0]  ALUOp;
    logic        Branch;
    logic        JalSel;
    logic        JalrSel;
    logic [8:0]  Curr_Pc;
    logic [31:0] RD_One;
    logic [31:0] RD_Two;
    logic [4:0]  RS_One;
    logic [4:0]  RS_Two;
    logic [4:0]  rd;
    logic [31:0] ImmG;
    logic [2:0]  func3;
    logic [6:0]  func7;
    logic [31:0] Curr_Instr;
  } id_ex_reg;
  typedef struct packed {
    logic        RegWrite;
    logic        MemtoReg;
    logic        MemRead;
    logic        MemWrite;
    logic [31:0] Pc_Imm;
    logic [31:0] Pc_Four;
    logic [31:0] Imm_Out;
    logic [31:0] Alu_Result;
    logic [31:0] RD_Two;
    logic [4:0]  rd;
    logic [2:0]  func3;
    logic [6:0]  func7;
    logic [31:0] Curr_Instr;
  } ex_mem_reg;
  typedef struct packed {
    logic        RegWrite;
    logic        MemtoReg;
    logic [31:0] Pc_Imm;
    logic [31:0] Pc_Four;
    logic [31:0] Imm_Out;
    logic [31:0] Alu_Result;
    logic [31:0] MemReadData;
    logic [4:0]  rd;
    logic [31:0] Curr_Instr;
  } mem_wb_reg;
endpackage
`timescale 1ns / 1ps
module BranchUnit #(
    parameter PC_W = 9
) (
    input logic [PC_W-1:0] Cur_PC,
    input logic [31:0] Imm,
    input logic Branch,
    input logic JalSel,
    input logic JalrSel,
    input logic [31:0] ResultA,
    input logic [31:0] AluResult,
    output logic [31:0] PC_Imm,
    output logic [31:0] PC_Four,
    output logic [31:0] BrPC,
    output logic PcSel
);
  logic Branch_Sel;
  logic [31:0] PC_Full;
  assign PC_Full = {23'b0, Cur_PC};
  assign PC_Imm = (JalrSel) ? ResultA + Imm : PC_Full + Imm;
  assign PC_Four = PC_Full + 32'b100;
  assign Branch_Sel = (Branch && AluResult[0]) || (JalSel);   
  assign BrPC = (Branch_Sel) ? PC_Imm : 32'b0;   
  assign PcSel = Branch_Sel;   
endmodule
==> results_slide.txt <==
Implementation Results

Routing
  • Routed wire per std cell: 15.4 um
  • Met3 routed WL: 791 um
  • WL final: 9200 um
  • ANT cells: 0
  • DRT iter0 DRCs: 92
  • DR top layer: met3
  • DR vias: 2907
  • Final ANT Viol Nets: 0
  • Total iterations of the first detailed-routing run: 5
  • Met1 wire length: 3930 um
  • Via/cell ratio: 4.85
  • DRC errors left: 0
  • DR WL met2: 4480 um

Place
  • PortBufs: 152
  • Final Wtd Congestion: 0.859
  • Dpl hpwl: 8050 um

Worst hold path
  • Worst Hold Class: input port to primary output

Clocking
  • CTS hold repair buffers: 0
  • # resized after CTS: 0
  • Postcts setup bufs: 0

Layout
  • Clock buffer count: 0
  • Layout cells sized above 1: 0.0425
  • Sequential cells: 0
  • Filler Cell Count: 810
  • Register area: 0 um^2
  • Post-route core utilization: 0.478
  • Synthesis-to-finish area growth: 61.8%

Global routing
  • Global-route wire length before repair: 14800 um
  • Initial antenna violation count: 0
  • Vias in the first global route: 3003
  • Global route total overflow: 0
  • GRT Resource Usage Total: 0.134
  • Largest net degree at the start of global routing: 34

Floorplanning
  • FP Rows: 33
  • Die Span Y: 113 um
  • FP Core Util: 0.295
  • Die X-Extent: 113 um
  • I/O pins: 205
  • Core area: 8300 um^2
  • DIE AREA: 12800 um^2

Power
  • P_leak: 1.71 nW
  • P per Cell Area: 34.2 nW/um^2
  • Max VDD drop: 0.0000190 V

Flow run
  • Log Warnings: 63
  • Max-cap violations: 0

Logic synthesis
  • Distinct lib cells: 52
  • Synth Instances: 356
  • Synthesis Warnings: 0
  • YS chip area: 2450 um^2
  • Mapped Avg Cell Area: 6.88 um^2
  • Cell area after synthesis: 2450 um^2
  • Seq share, synth: 0
  • Number of cells in Yosys stat: 356

STA
  • Setup TNS: 0 ns
  • Rel. slew slack: 0.604
  • Min Tclk post-route: 12.24 ns
  • Final slew viol count: 0
  • RSZ-0062 raised after global routing: no
  • Fin crit share: 0.606
  • Setup Viol. Count Final: 0
  • Final Hold Violation Tally: 0
  • Maximum clock frequency: 81.7 MHz
  • Slew at the pin closest to its max-slew limit: 0.589 ns

Worst setup path
  • Startpoint Class: input port
  • Nature of the critical path endpoint: primary output
  • Worst Path Max Fanout: 33
  • Crit path DAT: 8.20 ns
  • Worst EP required: 16.16 ns
  • WS Path Type: input port to primary output

Run status
  • Status: finished, final reports clean
==> worst max-delay path: stages <==
cell	delay [ns]
clkdlybuf4s50_1	0.45
buf_4	0.30
mux2_2	0.38
ha_1	0.23
fa_1	0.41
a21o_1	0.22
a221oi_2	0.45
o31a_1	0.26
nor3_1	0.12
a31oi_2	0.31
mux2i_1	0.15
a2111oi_2	0.34
clkdlybuf4s50_1	0.53
==> path summary, 6_finish.rpt <==
kind | startpoint | end | slack [ns] | cells past startpoint
worst max-delay path | JalrSel | BrPC[28] | 7.96 | 13
worst min-delay path | Cur_PC[1] | PC_Four[1] | 8.91 | 2
==> power by group <==
part / switching, mW / internal, mW / leakage (nW) / total, mW
logic: 0.0501 / 0.0854 / 1.71 / 0.136
clock network: 0 / 0 / 0 / 0
registers: 0 / 0 / 0 / 0
==> kinds of logic (layout without fill, tap and decap cells) <==
kind of cell | count (synthesis) | count (layout) | synth area share
buf+inv | 44 | 161 | 0.105
simple gates | 136 | 136 | 0.292
mux | 13 | 13 | 0.0572
compound gates | 95 | 95 | 0.251
fa+ha+maj | 33 | 33 | 0.172
other cells | 1 | 22 | 0.00153
xor+xnor | 34 | 34 | 0.122
==> metal layers <==
metal | track usage | vias to the layer above
li1 | - | 1493
met2 | 0.237 | 101
met5 | 0 | -
met3 | 0.0411 | 0
met4 | 0 | 0
met1 | 0.164 | 1313
==> cells in the mapped netlist, types with 2 or more instances <==
master    instances  area [um^2]
xor2_1           15          131
and2_1           48          300
o21bai_1          5         37.5
o21ai_0          19         95.1
and3_1            3         18.8
a21o_1           10         75.1
nand4_1           5         31.3
nand2b_1          5         31.3
a21oi_1          33          165
mux2i_1           5         50.1
nand3_1           4         20.0
and4_1            2         17.5
a211oi_1          2         15.0
xnor2_1          19          166
clkbuf_1         10         37.5
ha_1             32          400
buf_4            24          180
or4_1             2         15.0
nand2_1          41          154
nor2_1           13         48.8
buf_2             2         10.0
nor3_1            7         35.0
inv_1             7         26.3
mux2_2            8         90.1
o21a_1            3         22.5
a31oi_1           6         37.5
==> area by class of cell <==
cell class,count,area (um^2),area share
repair buffers,154,1540,0.388
well taps,105,131,0.0331
inverters,7,26.3,0.00663
multi-input cells,333,2270,0.573
==> through the flow <==
stage          total power, mW  hold WS (ns)  std cells  instance area, um^2  setup WS (ns)
2_1_floorplan           0.0590          8.10        377                 2530           9.44
3_3_place_gp             0.138          8.91        599                 3970           7.92
3_5_place_dp             0.138          8.92        599                 3970           7.90
4_1_cts                  0.139          8.92        599                 3970           7.91
5_1_grt                  0.151          8.94        599                 3970           7.73
6_report                 0.136          8.91        599                 3970           7.96
==> cells in the final DEF (no fill, tap or decap), types with 2 or more instances in the layout <==
master,n
nand2_1,41
a31oi_1,6
and4_1,2
nor3_1,7
o21a_1,3
or4_1,2
a211oi_1,2
o21ai_0,19
mux2i_1,5
mux2_2,8
and3_1,3
conb_1,22
nand2b_1,5
a21oi_1,33
a21o_1,10
buf_4,2
xnor2_1,19
o21bai_1,5
and2_1,48
xor2_1,15
nor2_1,13
ha_1,32
nand4_1,5
inv_1,7
clkdlybuf4s50_1,152
nand3_1,4
Power is estimated from default activity; no workload was simulated.

===== flow/config.mk =====
export PLATFORM = sky130hd
export DESIGN_NAME = alu
export DESIGN_NICKNAME = alu
export VERILOG_FILES = /design/flow/design.v
export SDC_FILE = /design/flow/constraint.sdc
export NUM_CORES = 4
export LEC_CHECK = 1
export CORE_UTILIZATION = 30

===== flow/constraint.sdc =====
current_design alu

set clk_period 14.3
set clk_io_pct 0.2

create_clock -name clk0 -period $clk_period

set non_clock_inputs [all_inputs -no_clocks]
set_input_delay [expr $clk_period * $clk_io_pct] -clock clk0 $non_clock_inputs
set_output_delay [expr $clk_period * $clk_io_pct] -clock clk0 [all_outputs]

===== flow/design.v =====
package Pipe_Buf_Reg_PKG;
  typedef struct packed {
    logic [8:0]  Curr_Pc;
    logic [31:0] Curr_Instr;
  } if_id_reg;
  typedef struct packed {
    logic        ALUSrc;
    logic        MemtoReg;
    logic        RegWrite;
    logic        MemRead;
    logic        MemWrite;
    logic [1:0]  ALUOp;
    logic        Branch;
    logic        JalSel;
    logic        JalrSel;
    logic [8:0]  Curr_Pc;
    logic [31:0] RD_One;
    logic [31:0] RD_Two;
    logic [4:0]  RS_One;
    logic [4:0]  RS_Two;
    logic [4:0]  rd;
    logic [31:0] ImmG;
    logic [2:0]  func3;
    logic [6:0]  func7;
    logic [31:0] Curr_Instr;
  } id_ex_reg;
  typedef struct packed {
    logic        RegWrite;
    logic        MemtoReg;
    logic        MemRead;
    logic        MemWrite;
    logic [31:0] Pc_Imm;
    logic [31:0] Pc_Four;
    logic [31:0] Imm_Out;
    logic [31:0] Alu_Result;
    logic [31:0] RD_Two;
    logic [4:0]  rd;
    logic [2:0]  func3;
    logic [6:0]  func7;
    logic [31:0] Curr_Instr;
  } ex_mem_reg;
  typedef struct packed {
    logic        RegWrite;
    logic        MemtoReg;
    logic [31:0] Pc_Imm;
    logic [31:0] Pc_Four;
    logic [31:0] Imm_Out;
    logic [31:0] Alu_Result;
    logic [31:0] MemReadData;
    logic [4:0]  rd;
    logic [31:0] Curr_Instr;
  } mem_wb_reg;
endpackage
`timescale 1ns / 1ps
module alu#(
        parameter DATA_WIDTH = 32,
        parameter OPCODE_LENGTH = 4
        )
        (
        input logic [DATA_WIDTH-1:0]    SrcA,
        input logic [DATA_WIDTH-1:0]    SrcB,
        input logic [OPCODE_LENGTH-1:0]    Operation,
        output logic[DATA_WIDTH-1:0] ALUResult
        );
        always_comb
        begin
            case(Operation)
            4'b0000:         
                    ALUResult = SrcA & SrcB;
            4'b0001:         
                    ALUResult = SrcA | SrcB;
	    4'b0010:         
                    ALUResult = SrcA + SrcB;
            4'b0101:         
                    ALUResult = SrcA ^ SrcB;
	    4'b0110:         
		    ALUResult = SrcA - SrcB;
	    4'b0111:	      
		    ALUResult = SrcA << SrcB[4:0];
            4'b1000:         
                    ALUResult = (SrcA == SrcB) ? 1 : 0;
            4'b1001:        
		    ALUResult = (SrcA != SrcB) ? 1 : 0;
	    4'b1010:        
                    if(SrcA[31] == 1 && SrcB[31] == 0)
			ALUResult = 0;
		    else if(SrcA[31] == 0 && SrcB[31] == 1)
			ALUResult = 1;
		    else
		    ALUResult = (SrcA >= SrcB) ? 1 : 0;
	    4'b1100:         
                    if(SrcA[31] == 1 && SrcB[31] == 0)
			ALUResult = 1;
		    else if(SrcA[31] == 0 && SrcB[31] == 1)
			ALUResult = 0;
		    else
		    ALUResult = (SrcA < SrcB) ? 1 : 0;
	    4'b1110:	     
		    ALUResult = SrcA >>> SrcB[4:0];
	    4'b1111:	     
		    ALUResult = SrcA >> SrcB[4:0];
	    4'b1011:        
		    ALUResult = SrcB;
            4'b0011:        
		    ALUResult = SrcA;
            default:
                    ALUResult = 0;
            endcase
        end
endmodule

===== flow/run.sh =====
#!/bin/bash
# OpenROAD 26Q1-2900-gdf79404cd8, Yosys 0.63+post, stock flow scripts
make -C /OpenROAD-flow-scripts/flow DESIGN_CONFIG=/design/flow/config.mk WORK_HOME=/design/flow/orfs finish

==> GITHUB_STEP_SUMMARY <==
### Flow metrics

| Metric | Value |
|---|---|
| Status | completed |
| Post-synth top cells | nor2_1, a21oi_1, nand2_1 |
| TNS Setup | 0 ns |
| Slack of the critical path | 4.02 ns |
| Area Growth Syn to Fin | 15.0% |
| Min cycle time layout | 10.28 ns |
| Hold path endpoint | ALUResult[27] |
| Arr. time, crit path | 7.42 ns |
| Pre-CTS WS | 4.03 ns |
| Chip area | 28,600 sq um |
| Postcts setup bufs | 0 |
| Sw frac | 62.0% |
| GPL Wtd Cong | 1.04 |
| First-pass DRT Iterations | 8 |
| Io pins | 100 |
| Starting DRT DRC Count | 1,412 |
| Critical Path RT | 11.44 ns |
| Top cells by area | ha_1, a21oi_1, o21ai_0, mux2i_1, nor2_1 |
| Fmax | 0.0972 GHz |
| Flops | 0 |
| Leading area contributor after synthesis | ha_1 |
| Top area contributor share | 14.7% |
| Hold-critical path depth | 5 |
| Total tool warning count | 98 |
| RSZ-0062 raised after global routing | false |
| Post-Syn Instances | 1,273 |
| Post-DP HPWL | 34,600 um |
| Top delay family on crit path | AND-OR/OR-AND gates |
| Slew Viols, Final | 0 |
| Period utilization | 71.9% |
| Buf+Inv Stages, Crit Path | 5 |
| Max_cap viols | 0 |
| Seq/Total Area, Yosys | 0% |
| Min Hold Slack | 6.81 ns |
| Critical path type | input port to output port |
| Post-cts sizing count | 0 |
| Crit-path max cell delay | 0.79 ns |
| Slew @ Worst Pin | 0.864 ns |
| Yosys chip area | 8370 sq um |
| Slowest stage cell, crit path | a2111oi_0 |
| Worst Hold Launch | Operation[2] |
| HP Class | input port to output port |
| Pwr Density | 41.7 nW/um^2 |
| CTS Hold Bufs | 0 |
| Yosys cell count | 1,273 |
| Total GRT Usage | 30.1% |
| Vias in the first global route | 9,513 |
| Initial antenna violation count | 1 |
| Kind of end point of the critical path | output port |
| CP Cell Sequence | buf_2, buf_4, clkinv_1, buf_4, ha_1, o21bai_1, o211ai_1, a2111oi_0, nor3_1, o211ai_1, and2_1, a41oi_1, xnor2_1, o21ai_0, clkdlybuf4s50_1 |
| IO Port Bufs | 100 |
| Via density | 6.27 |
| Routed len/inst | 25.9 um |
| Drt drc | 0 |
| First-pass GRT wire length | 62,900 um |
| Routed WL | 43,400 um |
| DRT antenna net count | 0 |
| Core footprint | 27,200 sq um |
| Lkg Pwr | 3.92 nW |
| Die Width | 169 um |
| Share of cells above drive strength 1 | 6.70% |
| Rel. slew slack | 41.8% |
| Worst vdd ir | 12.7 uV |
| Yosys cell types | 79 |
| Cell Area, Synth | 8370 sq um |
| Register area | 0 sq um |
| Vias | 10,500 |
| Synth warn | 1 |
| Synthesized area per cell | 6.57 sq um |
| Init Core Util | 30.8% |
| Startpoint types | input port |
| Setup violations, final | 0 |
| GRT overflow | 0 |
| Net load switching power | 0.249 mW |
| CLK BUF | 0 |
| Count leader, synth | nor2_1 |
| Floorplan row count | 60 |
| Largest net degree at the start of global routing | 70 |
| Int Power | 0.152 mW |
| Worst-path maximum fanout | 55 |
| Hold Vio Cnt, Final | 0 |
| Die Y | 169 um |
| Fillers | 2,975 |
==> how the worst max path moves through the flow <==
stage / start / end / slack, ns / cells after the start
after CTS: SrcA[13] / ALUResult[24] / 4.01 / 13
after global routing: SrcB[2] / ALUResult[0] / 3.71 / 15
final: SrcB[2] / ALUResult[24] / 4.02 / 15
==> power groups by stage <==
stage	Clock [mW]	Combinational, mW	Sequential (mW)
CTS	0	0.393	0
global route	0	0.429	0
==> cells in the final DEF, fill, tap and decap left out, types with 5 or more instances in the layout <==
master and count:
nor4_1 8, o22ai_1 12, o2111ai_1 9, a22oi_1 17, mux2_2 12, mux2i_1 48, o21ai_0 105, xnor2_1 24
a21oi_1 119, or3_1 7, and3_1 7, and2_1 10, a221oi_1 24, a211oi_1 26, a21o_1 15, nor2_1 120
buf_4 27, o211ai_1 31, o21bai_1 10, nor3_1 24, o221ai_1 7, o31ai_1 11, a222oi_1 15, nand4_1 17
mux4_2 19, a211o_1 7, o311ai_0 6, a31oi_1 14, nand2_1 107, ha_1 98, clkdlybuf4s50_1 95, a21boi_0 5
nand2b_1 25, nor2b_1 14, inv_1 97, nand3_1 28
==> final cells by class <==
cell class | instances | area [sq um] | area share, %
inverter | 99 | 372 | 3.86
antenna | 1 | 2.50 | 0.0260
timing repair buffer | 126 | 1170 | 12.2
multi-input combinational | 1074 | 7610 | 79.1
tap | 372 | 465 | 4.84
==> kinds of logic (layout without fill, tap and decap cells) <==
kind of cell,after synthesis,after routing,share of synthesized area [%]
xor+xnor,27,27,2.83
simple gates,389,389,21.9
mux,79,79,12.5
fa+ha+maj,100,100,15.1
compound gates,479,479,38.3
other cells,0,1,0
buf+inv,199,225,9.33
==> metal layers <==
metal / vias to the layer above / track usage, % / routed length [um]
met4: 0 / 5.17 / 861
met1: 5085 / 46.0 / 20000
met5: - / 0 / 0
met3: 48 / 3.76 / 3420
met2: 525 / 45.6 / 19100
li1: 4820 / - / -
==> metrics by stage <==
step           instance area (sq um)  cells  utilization [%]  power [mW]
2_1_floorplan                   8370   1273                -       0.232
3_3_place_gp                    9620   1671             35.4       0.394
3_5_place_dp                    9620   1671             35.4       0.391
4_1_cts                         9620   1671             35.4       0.393
5_1_grt                         9620   1671             35.4       0.429
6_report                        9620   1672             35.4       0.401
Power figures rest on the tool's default switching activity, not on a simulated workload.
